==> design/flow/design.v <==
module branchjump(Instr, dest, alu_out, jump_type, sign_ext, taken, jump, pc_in, pc_2_w);
	input [15:0] Instr, alu_out, sign_ext;
	input [10:0] dest;
	input jump_type, taken, jump;
	output [15:0] pc_in, pc_2_w;
	wire [15:0] pc_2_dest_w;
	wire [15:0] jump_addr, branch_addr, branch_res;
	wire cout1, cout2, cout3, ofl1, ofl2, ofl3;
	cla16 pc_2_jmp(.a(Instr), .b(16'h0002), .cin(1'b0), .cout(cout1), .ofl(ofl1), .sign(1'b0), .sum(pc_2_w));
	cla16 pc_2_dest_jmp(.a(pc_2_w), .b({{5{dest[10]}},dest[10:0]}), .cin(1'b0), .cout(cout2), .ofl(ofl2), .sign(1'b0), .sum(pc_2_dest_w));
	assign jump_addr = jump_type ? pc_2_dest_w : alu_out;
	cla16 pc_2_branch(.a(pc_2_w), .b(sign_ext), .cin(1'b0), .cout(cout3), .ofl(ofl3), .sign(1'b0), .sum(branch_addr));
	assign branch_res = taken ? branch_addr : pc_2_w;
	assign pc_in = jump ? jump_addr : branch_res;
endmodule
module cla16 (a, b, cin, sum, cout, ofl, sign);
	input [15:0] a, b;
	input cin, sign;
	output cout;
	output ofl;
	output [15:0] sum;
	wire c4, c8, c12, 
	     g0, g1, g2, g3, 
             p0, p1, p2, p3;
	assign c4 = g0 | (p0 & cin);
	assign c8 = g1 | (p1 & c4);
	assign c12 = g2 | (p2 & c8);
	cla4 cl0(.a(a[3:0]), .b(b[3:0]),
		 .cin(cin), .gg(g0), .pg(p0),
		 .sum(sum[3:0]), .cout(c4));
	cla4 cl1(.a(a[7:4]), .b(b[7:4]),
		 .cin(c4), .gg(g1), .pg(p1),
		 .sum(sum[7:4]), .cout(c8));
	cla4 cl2(.a(a[11:8]), .b(b[11:8]),
		 .cin(c8), .gg(g2), .pg(p2),
		 .sum(sum[11:8]), .cout(c12));
	cla4 cl3(.a(a[15:12]), .b(b[15:12]),
		 .cin(c12), .gg(g3), .pg(p3),
		 .sum(sum[15:12]), .cout(cout));
	assign cout = g3 | ( p3 & c12 );
	assign ofl = 1'b0;
endmodule
module cla4 (a, b, cin, sum, cout, pg, gg);
input [3:0] a, b;
input cin;
output [3:0] sum;
output pg, gg, cout;
wire c1, c2, c3, p0, p1, p2, p3, g0, g1, g2, g3;
assign sum[0] = a[0] ^ b[0] ^ cin;
assign p0 = (a[0] | b[0]);
assign g0 = (a[0] & b[0]);
assign c1 = g0 | ( p0 & cin);
assign sum[1] = a[1] ^ b[1] ^ c1;
assign p1 = (a[1] | b[1]);
assign g1 = (a[1] & b[1]);
assign c2 = g1 | ( p1 & c1 );
assign sum[2] = a[2] ^ b[2] ^ c2;
assign p2 = (a[2] | b[2]);
assign g2 = (a[2] & b[2]);
assign c3 = g2 | ( p2 & c2 );
assign sum[3] = a[3] ^ b[3] ^ c3;
assign p3 = (a[3] | b[3]);
assign g3 = (a[3] & b[3]);
assign cout = g3 | ( p3 & c3 );
assign gg = g3 | (g2 & p3) | (g1 & p3 & p2) | (g0 & p3 & p2 & p1);
assign pg = p0 & p1 & p2 & p3;
endmodule
==> design/flow/run.sh <==
#!/bin/bash
# OpenROAD 26Q1-2900-gdf79404cd8, Yosys 0.63+post, stock flow scripts
make -C /OpenROAD-flow-scripts/flow DESIGN_CONFIG=/design/flow/config.mk WORK_HOME=/design/flow/orfs finish
==> design/flow/config.mk <==
export PLATFORM = sky130hd
export DESIGN_NAME = branchjump
export DESIGN_NICKNAME = branchjump
export VERILOG_FILES = /design/flow/design.v
export SDC_FILE = /design/flow/constraint.sdc
export NUM_CORES = 4
export LEC_CHECK = 1
export CORE_UTILIZATION = 30
==> design/flow/constraint.sdc <==
current_design branchjump

set clk_period 10.2
set clk_io_pct 0.2

create_clock -name clk0 -period $clk_period

set non_clock_inputs [all_inputs -no_clocks]
set_input_delay [expr $clk_period * $clk_io_pct] -clock clk0 $non_clock_inputs
set_output_delay [expr $clk_period * $clk_io_pct] -clock clk0 [all_outputs]
==> GITHUB_STEP_SUMMARY <==
## Implementation flow summary

| Metric | Value |
|---|---|
| Crit share post-route | 0.968 |
| Congestion Overflow GR | 0 |
| Met2 usage | 0.256 |
| Number of port buffers | 94 |
| Die height | 75.6 um |
| Dpl hpwl | 3290 um |
| Synth area leader | fa_1 |
| Tot Pwr | 0.000128 W |
| Minimum clock period | 9.87 ns |
| Busiest grt layer | met2 |
| Arrival @ worst endpoint | 7.83 ns |
| Initial antenna violation count | 0 |
| Tool warning count | 40 |
| Distinct cells, synth | 22 |
| M1 GR Usage | 0.211 |
| Maximum VDD drop | 0.0222 mV |
| Slew Viols, Final | 0 |
| Critical path class | input pin to output port |
| Hold Startpoint | Instr[1] |
| Flop area | 0 um2 |
| Ant diodes | 0 |
| Largest net degree at the start of global routing | 32 |
| Hold depth | 4 |
| Relative slew slack | 0.759 |
| # setup viols final | 0 |
| Critical path fanouts, max | 2 |
| First-pass GRT wire length | 6350 um |
| Static Leak | 1.29 nW |
| Yosys Warn Count | 9 |
| DRT Pass-1 Iters | 3 |
| Die area | 5710 um2 |
| Worst setup SP type | input pin |
| Crit path DRT | 8.16 ns |
| Initial DRC count | 17 |
| DR vias | 1504 |
| Initial Util | 0.314 |
| CP Capture Type | output port |
| Final GP Congestion | 0.816 |
| CLK BUF | 0 |
| Pwr/cell area | 47.6 nW/um2 |
| Post-Syn Area | 1620 um2 |
| Outcome | finished, final reports clean |
| Syn Inst Count | 194 |
| Vias/cell | 4.22 |
| Die width | 75.6 um |
| Core area | 5170 um2 |
| Synthesis area per yosys | 1620 um2 |
| Post-Place Setup Slack | -0.0164 ns |
| Average size of a mapped cell | 8.36 um2 |
| Yosys Instances | 194 |
| WL final | 3860 um |
| Gr usage total | 0.147 |
| Fillcell total | 472 |
| Synth Seq Share | 0 |
| Multi-input logic area | 1440 um2 |
| RSZ-0062 raised after global routing | false |
| Fmax | 101 MHz |
| Top-area cell share | 0.321 |
| Top cells by area | fa_1 32%, ha_1 19%, inv_1 11% |
| Std cell rows | 26 |
| Met3 GRT Util | 0.0255 |
| Final ANT Viol Nets | 0 |
| Slack of the critical path | 0.331 ns |
| Share of layout cells above drive strength 1 | 0.0664 |
| Synth-to-layout area growth | 66.4% |
| Number of global-route vias before repair | 1498 |
| CTS Hold Bufs | 0 |
| WL/cell | 10.8 um |
| Hold Crit Class | input pin to output port |
| Worst-Margin Slew | 0.360 ns |
| Flop count | 0 |
| Worst Hold End | pc_2_w[1] |
| Setup Buffers After CTS | 0 |
| DRC Markers | 0 |
| Hold Vio Cnt, Final | 0 |
| Max-cap violation count | 0 |
| Io pins | 94 |
how the worst max path moves through the flow:
| stage | from | end | slack (ns) | cells after the start |
|---|---|---|---|---|
| CTS | Instr[1] | pc_in[15] | 0.01 | 26 |
| global route | dest[1] | pc_in[15] | 0.04 | 26 |
| finish | dest[1] | pc_in[15] | 0.33 | 26 |
cells in the final DEF, fill, tap and decap left out, types with 3 or more instances in the layout:
cell / n
nor2b_1: 4
clkdlybuf4s50_1: 92
mux2i_1: 16
a21oi_1: 9
nor2_1: 6
o211ai_1: 3
inv_1: 46
fa_1: 18
o21ai_0: 15
nand2_1: 15
a211oi_1: 4
buf_4: 6
xor2_1: 5
ha_1: 23
fa_2: 8
xnor2_1: 3
layer usage:
metal	routed length, um	share of wire
met4	0	0
met2	1790	0.46
met3	284	0.074
met1	1790	0.46
met5	0	0
layout make-up:
type | count | area share
timing repair buffer | 101 | 0.371
multi-input combinational | 139 | 0.532
tap | 70 | 0.0324
inverter | 46 | 0.0639
logic make-up (layout without fill, tap and decap cells):
kind of cell             after synthesis  count (layout)  share of synthesized area
XOR/XNOR                               9               9                     0.0532
buffers and inverters                 55             147                      0.139
AND/OR/NAND/NOR                       28              28                     0.0756
multiplexers                          16              16                     0.0987
adder cells (fa/ha/maj)               50              50                      0.506
AND-OR/OR-AND                         36              36                      0.128
stage by stage:
stage | instance area, um2 | hold slack [ns] | std cells | util | TNS, ns
after floorplan | 1620 | 4.11 | 194 | - | 0
after global placement | 2650 | 5.00 | 356 | 0.513 | -0.00294
after detailed placement | 2650 | 4.99 | 356 | 0.513 | -0.0164
after CTS | 2650 | 5.00 | 356 | 0.513 | 0
after global routing | 2700 | 4.95 | 356 | 0.522 | 0
final | 2700 | 4.86 | 356 | 0.522 | 0
Yosys cell counts, types with 3 or more instances:
cell type / n
nand2_1: 15
xor2_1: 5
inv_1: 46
o21ai_0: 15
mux2i_1: 16
a211oi_1: 4
xnor2_1: 3
fa_1: 26
clkbuf_1: 3
buf_2: 3
ha_1: 24
nor2_1: 6
a21oi_1: 11
o211ai_1: 3
nor2b_1: 4
worst max-delay path: stages:
cell and delay, ns:
clkdlybuf4s50_1 0.49, inv_1 0.08, ha_1 0.17, nand2b_1 0.15, a21oi_2 0.14, o22a_1 0.14
nor2_1 0.05, fa_1 0.36, inv_1 0.07, fa_1 0.15, inv_1 0.05, fa_1 0.37
fa_2 0.35, fa_2 0.35, fa_2 0.35, fa_1 0.39, fa_1 0.40, fa_1 0.37
inv_1 0.07, fa_1 0.17, fa_1 0.19, xnor2_1 0.13, xnor2_1 0.09, a21oi_1 0.14
o21bai_1 0.11, clkdlybuf4s50_1 0.47
what timing repair did:
item / 4_1_cts / 5_1_grt
pin swaps: 0 / 2
setup endpoints to repair: 2 / 3
resized: 1 / 13
power by group:
group	internal, W	total, W	switching [W]	leakage (nW)
registers	0	0	0	0
logic	0.0000791	0.000128	0.0000493	1.29
clock network	0	0	0	0
No activity file was given, so power comes from the tool's default toggle rates.
